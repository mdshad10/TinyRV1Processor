File: flow/design.v
module RegfileZ1r1w_32x32b_RTL
(
  (* keep=1 *) input  logic        clk,
  (* keep=1 *) input  logic        wen,
  (* keep=1 *) input  logic  [4:0] waddr,
  (* keep=1 *) input  logic [31:0] wdata,
  (* keep=1 *) input  logic  [4:0] raddr,
  (* keep=1 *) output logic [31:0] rdata
);
  logic [31:0] regfiles [31:0]; 
  always_ff @(posedge clk) begin
    if (wen && waddr != 5'b00000) begin 
      regfiles[waddr] <= wdata;       
    end
  end
  always_comb begin
    if (raddr == 5'b00000) begin
      rdata = 32'b0;                  
    end 
    else if (raddr == waddr) begin
      rdata = regfiles[raddr];        
    end 
    else begin
      rdata = regfiles[raddr];        
    end
  end
endmodule
File: flow/run.sh
#!/bin/bash
# OpenROAD 26Q1-2900-gdf79404cd8, Yosys 0.63+post, stock flow scripts
make -C /OpenROAD-flow-scripts/flow DESIGN_CONFIG=/design/flow/config.mk WORK_HOME=/design/flow/orfs finish
File: flow/config.mk
export PLATFORM = sky130hd
export DESIGN_NAME = RegfileZ1r1w_32x32b_RTL
export DESIGN_NICKNAME = RegfileZ1r1w_32x32b_RTL
export VERILOG_FILES = /design/flow/design.v
export SDC_FILE = /design/flow/constraint.sdc
export NUM_CORES = 4
export LEC_CHECK = 1
export CORE_UTILIZATION = 40
File: flow/constraint.sdc
current_design RegfileZ1r1w_32x32b_RTL

set clk_period 9.0
set clk_io_pct 0.2

create_clock -name clk0 -period $clk_period [get_ports {clk}]

set non_clock_inputs [all_inputs -no_clocks]
set_input_delay [expr $clk_period * $clk_io_pct] -clock clk0 $non_clock_inputs
set_output_delay [expr $clk_period * $clk_io_pct] -clock clk0 [all_outputs]
==> changes_impl.md <==
### Physical design

* Num CTS Buffers at 100
* DP Cell Count at 3262
* Initial antenna violation count at 0
* Routed vias/inst at 5.61
* Seq cells post-synth at 1024
* Mapped Cells at between 1500 and 2000
* Die Height at roughly 320 um
* Global-route usage over all layers at about a fifth
* FP Rows at roughly 120
* Syn Std Cell Area at 39700 sq um
* Critical path class: in -> out
* Initial Utilization at between 40% and 50%
* Drt pass-1 iters at 5
* Max incr delay on CP at 0.75 ns
* Peak Freq at approximately 140 MHz
* GR peak layer: met2
* Cell resize tally after clock tree synthesis at 0
* Core Footprint at about 98000 sq um
* Remaining DRCs at 0
* LEAKAGE at between 10 and 15 nW
* ANT nets after route at 0
* Iter 0 DRT Violations at 1186
* Met3 GRT Util at 17.4%
* Area delta synth->final at 14.9%
* First-pass GRT wire length at 137000 um
* Total grt overflow at 0
* Chip area at roughly 100000 sq um
* Sequential fraction of design power at between 50 and 60%
* Post-synth seq share at between 70% and 80%
* Post-layout util at 46.3%
* OpenROAD warning count at 26
* Peak supply drop at ~0.14 mV
* Max FFs per register at just over 1000
* Number of global-route vias before repair at ~21000
* CP dominant cell by count: buf_4
* Max-slew headroom at ~34%
* CP arrival at between 5 and 6 ns
* GRT met2 Usage at between 30% and 40%
* Final Hold Vio Count at 0
* Die span in x at around 320 um
* Hold WC Path Type: in -> reg
* CP cell instances: buf_4 -> buf_4 -> buf_4 -> mux4_2 -> a21oi_1 -> a211oi_1 -> clkdlybuf4s50_1
* PD cells at 217 nW/um^2
* H-tree levels at 3
* Vias at just under 20000
* YS chip area at around 40000 sq um
* # fillers at 7979
* Syn avg cell area at ~21 sq um
* Max-cap viol count at 0
* Final Setup Violations at 0
* Finished Layout Cells at approximately 3400
* Clock buffer depth at 3
* Slew Limit Fails at 0
* Clk pwr share at between 40% and 50%
* Port bufs at approximately 75
* Clk sinks at 1024
* Maximum fanout along the worst path at 38
* Final Critical Period at around 7.2 ns
* WP data required at between 7 and 8 ns
* Fin worst setup slack at between 1.5 and 2 ns
* Worst-Margin Slew at 0.981 ns
* Fin Setup TNS at 0 ns
* Crit end category: output pin
* # diodes at 0
* Routed wire length at 93600 um
* Root buffer cell: clkbuf_16
* Largest net degree at the start of global routing at a little over 60
* Largest regs: regfiles (1024)
* RSZ-0062 raised after global routing: false
* Final Wtd Congestion at roughly 0.81
* Fin crit share at between 80% and 90%
* CTS tree: built
* Switch share at between 20% and 30%
* Critical path's slowest cell: a211oi_1
* Ys cells at 1903
* Worst-path clk slew at roughly 0.06 ns
* Post-CTS Setup Inserts at 0
* # IOs at between 70 and 80
* Outcome: finished clean
* Fin Hold WS at 1.97 ns
* Post-DP HPWL at about 49000 um
* Synth cell types at 30
* Met1 Usage GRT at between 20% and 30%
* Layout cells sized above 1 at 17.8%
* Internal Power at roughly 0.0079 W
* Synth warnings at 1
* CP Launch Type: primary input
* CTS Hold Buffers Added at 0
* Top reg by flops: regfiles
* Gate power share at about 5.2%
* WL per Instance at roughly 27 um
* Place WS at roughly 1.7 ns
* Sw Pwr at just over 0.002 W
[cells in the mapped netlist]
library cell,instances,area share (%)
a211oi_1,32,0.60
a21oi_1,32,0.40
a221oi_1,21,0.46
a221oi_2,11,0.42
a22oi_1,32,0.60
and2_1,1,0.016
and3_1,1,0.016
buf_1,2,0.019
buf_2,15,0.19
buf_4,25,0.47
buf_6,15,0.43
clkbuf_1,60,0.57
clkbuf_4,1,0.019
conb_1,1,0.0094
edfxtp_1,1024,77
inv_1,1,0.0094
mux2_2,32,0.91
mux2i_1,256,6.5
mux4_1,56,3.7
mux4_2,72,4.1
nand2_1,65,0.61
nand3_1,2,0.025
nand3b_1,6,0.11
nand4_1,32,0.50
nor2_1,34,0.32
nor2b_1,3,0.047
o221ai_1,64,1.4
or3_1,2,0.032
or3b_1,1,0.022
or3b_2,4,0.088
[critical path: cells and delay by family]
kind | cells | cell delay, ns
mux | 1 | 0.32
buf+inv | 4 | 2.43
compound gates | 2 | 0.83
[area by class of cell]
type | count | area [sq um] | area share (%)
inverters | 1 | 3.75 | 0.00823
flip-flops and latches | 1024 | 30700 | 67.4
clock buffers | 122 | 2630 | 5.76
well taps | 1287 | 1610 | 3.53
clock inverters | 56 | 543 | 1.19
multi-input cells | 791 | 8670 | 19.0
repair buffers | 159 | 1410 | 3.08
[kinds of logic after synthesis]
kind of cell	count (synthesis)	synth area share (%)
AOI/OAI and AO/OA	192	3.90
buffers and inverters	119	1.70
DFF	1024	77.4
muxes	416	15.1
other	1	0.00944
and+or+nand+nor	151	1.80
[cell usage in the layout (no fill, tap or decap), types with 20 or more instances in the layout]
cell             Yosys  final
conb_1               1     32
clkdlybuf4s50_1      0     70
clkbuf_16            0    102
a211oi_1            32     32
a22oi_1             32     32
mux4_1              56     56
a21oi_1             32     32
clkinv_1             0     23
mux2i_1            256    256
nor2_4               0     32
nand2_1             65     65
buf_4               25     84
edfxtp_1          1024   1024
o221ai_1            64     64
a221oi_1            21     21
nand4_1             32     32
mux4_2              72     72
clkbuf_1            60     20
mux2_2              32     32
[final timing paths]
check,to,depth (start not counted),slack (ns),startpoint
worst min-delay path,regfiles[19][13]$_DFFE_PP_,2,1.97,wdata[13]
worst max-delay path,rdata[3],7,1.77,raddr[1]
[per-layer routing]
metal	up-vias	share of wire, %
met4	7	2.0
met3	126	19
met2	1327	47
met1	9504	32
met5	-	0.25
li1	8337	-
[per-stage QoR]
step	power, W	cell area [sq um]
2_1_floorplan	0.00571	39800
3_3_place_gp	0.00595	42400
3_5_place_dp	0.00596	42400
4_1_cts	0.00998	45600
5_1_grt	0.0102	45600
6_report	0.00990	45600
[power by group through the flow]
| stage | combinational, W | sequential, W | clock, W |
|---|---|---|---|
| after CTS | 0.000529 | 0.00533 | 0.00412 |
| after global routing | 0.000564 | 0.00533 | 0.00430 |
| final | 0.000518 | 0.00533 | 0.00405 |
Power and IR drop assume default switching activity.
