**design/flow/config.mk**
```make
export PLATFORM = sky130hd
export DESIGN_NAME = ProcMem
export DESIGN_NICKNAME = ProcMem
export VERILOG_FILES = /design/flow/design.v
export SDC_FILE = /design/flow/constraint.sdc
export NUM_CORES = 4
export LEC_CHECK = 1
export CORE_UTILIZATION = 40
```
**design/flow/constraint.sdc**
```tcl
current_design ProcMem

set clk_period 31.3
set clk_io_pct 0.2

create_clock -name clk0 -period $clk_period [get_ports {clk}]

set non_clock_inputs [all_inputs -no_clocks]
set_input_delay [expr $clk_period * $clk_io_pct] -clock clk0 $non_clock_inputs
set_output_delay [expr $clk_period * $clk_io_pct] -clock clk0 [all_outputs]
```
**design/flow/design.v**
```verilog
module ProcMem
(
  (* keep=1 *) input  logic        clk,
  (* keep=1 *) input  logic        rst,
  (* keep=1 *) input  logic        imemreq_val,
  (* keep=1 *) input  logic [31:0] imemreq_addr,
  (* keep=1 *) output logic [31:0] imemresp_data,
  (* keep=1 *) input  logic        dmemreq_val,
  (* keep=1 *) input  logic        dmemreq_type,
  (* keep=1 *) input  logic [31:0] dmemreq_addr,
  (* keep=1 *) input  logic [31:0] dmemreq_wdata,
  (* keep=1 *) output logic [31:0] dmemresp_rdata
);
  localparam memsize = 2**6;
  logic [31:0] mem [memsize];
  logic [31-$clog2(memsize)-2:0] imemreq_addr0_unused;
  assign imemreq_addr0_unused = imemreq_addr[31:$clog2(memsize)+2];
  logic [1:0] imemreq_addr1_unused;
  assign imemreq_addr1_unused = imemreq_addr[1:0];
  logic [31-$clog2(memsize)-2:0] dmemreq_addr0_unused;
  assign dmemreq_addr0_unused = dmemreq_addr[31:$clog2(memsize)+2];
  logic [1:0] dmemreq_addr1_unused;
  assign dmemreq_addr1_unused = dmemreq_addr[1:0];
  always_ff @(posedge clk) begin
    if ( rst ) begin
      mem[   0] <= 32'h7c301073;  
      mem[   1] <= 32'hfc2020f3;  
      mem[   2] <= 32'hfc402173;  
      mem[   3] <= 32'h00100193;  
      mem[   4] <= 32'hfe311ae3;  
      mem[   5] <= 32'h7c209073;  
      mem[   6] <= 32'h00000213;  
      mem[   7] <= 32'h00000293;  
      mem[   8] <= 32'h00528333;  
      mem[   9] <= 32'h00630333;  
      mem[  10] <= 32'h08030313;  
      mem[  11] <= 32'h00032383;  
      mem[  12] <= 32'h00720233;  
      mem[  13] <= 32'h00128293;  
      mem[  14] <= 32'hfe1294e3;  
      mem[  15] <= 32'h7c321073;  
      mem[  16] <= 32'h0000006f;  
      mem[  32] <= 32'h00000024;  
      mem[  33] <= 32'h0000001a;  
      mem[  34] <= 32'h00000045;  
      mem[  35] <= 32'h00000039;  
      mem[  36] <= 32'h0000000b;  
      mem[  37] <= 32'h00000044;  
      mem[  38] <= 32'h00000029;  
      mem[  39] <= 32'h0000005a;  
      mem[  40] <= 32'h00000020;  
      mem[  41] <= 32'h0000004c;  
      mem[  42] <= 32'h0000002c;  
      mem[  43] <= 32'h00000013;  
      mem[  44] <= 32'h00000011;  
      mem[  45] <= 32'h0000003b;  
      mem[  46] <= 32'h00000063;  
      mem[  47] <= 32'h00000031;  
      mem[  48] <= 32'h00000041;  
      mem[  49] <= 32'h0000000c;  
      mem[  50] <= 32'h00000037;  
      mem[  51] <= 32'h00000000;  
      mem[  52] <= 32'h00000033;  
      mem[  53] <= 32'h0000002a;  
      mem[  54] <= 32'h00000052;  
      mem[  55] <= 32'h00000017;  
      mem[  56] <= 32'h00000015;  
      mem[  57] <= 32'h00000036;  
      mem[  58] <= 32'h00000053;  
      mem[  59] <= 32'h0000001f;  
      mem[  60] <= 32'h00000010;  
      mem[  61] <= 32'h0000004c;  
      mem[  62] <= 32'h00000015;  
      mem[  63] <= 32'h00000004;  
    end
    else if ( dmemreq_val && (dmemreq_type == 1) ) begin
      mem[dmemreq_addr[$clog2(memsize)+1:2]] <= dmemreq_wdata;
    end
  end
  always_comb begin
    if ( imemreq_val )
      imemresp_data = mem[imemreq_addr[$clog2(memsize)+1:2]];
    else
      imemresp_data = 32'bx;
    if ( dmemreq_val && (dmemreq_type == 0) )
      dmemresp_rdata = mem[dmemreq_addr[$clog2(memsize)+1:2]];
    else
      dmemresp_rdata = 32'bx;
  end
endmodule
```
**design/flow/run.sh**
```bash
#!/bin/bash
# OpenROAD 26Q1-2900-gdf79404cd8, Yosys 0.63+post, stock flow scripts
make -C /OpenROAD-flow-scripts/flow DESIGN_CONFIG=/design/flow/config.mk WORK_HOME=/design/flow/orfs finish
```
==> notes.org <==
#+TITLE: Flow metrics

** Status
- The run finished, with violations left.
- Violated checks :: capacitance limit, slew limit

** STA
- Number of endpoints with negative hold slack in the final report :: 0
- After layout, the worst setup slack is 12720 ps.
- The highest clock rate this design can be run at is 53.8 MHz.
- Across all checked pins, the minimum headroom to the slew limit is -0.0115.
- Hold WS :: between 5000 and 6000 ps
- Actual transition at the worst max-transition pin :: 1500 ps
- Of the available clock period, the critical path in the final layout requires 0.594.
- Setup Total Neg Slack :: 0 ps
- In the final report, the number of pins over their slew limit comes to 2.
- The worst path in the final design needs a cycle of about 19000 ps, including I/O delays and setup.
- Setup repair after global routing left no endpoint under its margin.
- From the final report, the count of setup violators was given as 0.

** Routing
- In the per-layer summary, the met1 wirelength comes to 126 mm.
- For this block, the initial DRC count from the detailed router was a little over 6000.
- Via density per instance :: ~6.6
- Count of nets left with antenna violations after detail routing :: 0
- For this block, the routed nets add up to about 450 mm of wire.
- The routed design uses approximately 96 mm of met3 wire.
- Number of vias in the routed layout :: ~70000
- DR WL met2 :: approximately 190 mm
- TritonRoute pass-1 iters :: 9
- Drt wl/cell :: 41.7 um
- Residual DRC count :: 0
- The highest metal layer carrying signal wires in the routed design is met5.

** Final layout
- After filler insertion, the fill cell instance count of the layout stands at 22300.
- Fraction of layout cells with a size suffix above 1 :: 0.253
- Ranked by flip-flop count, first place goes to mem.
- The register with the most flip-flops in the layout has roughly 2000 of them.
- Relative to the synthesized area, the layout overhead comes to 11.8%.
- Biggest regs :: mem: 2048 flops

** Power and ir drop
- Combinational cell fraction of total power :: 0.130
- The net switching power in the latest report is ~0.0017 W.
- Of the total power, registers draw 0.483.
- Per the power-grid run, VDD falls by no more than roughly 62 uV.
- Switching part of the total :: 0.264
- Per the summary, power density relative to cell area is around 56 nW/um^2.
- Design internal power :: 0.00485 W
- Leakage Power :: roughly 39 nW
- Fraction of power consumed by the clock network :: 0.388

** Synth
- Count of library flops with an enable pin :: 2048
- Tally of yosys warning messages :: 1
- Post-synthesis cell count from yosys :: just over 7000
- The commonest cells after synthesis are sky130_fd_sc_hd__edfxtp_1 (2048), sky130_fd_sc_hd__and2_1 (1301), sky130_fd_sc_hd__mux4_2 (761).
- Area of the synthesized netlist per yosys stat :: 106000 um^2
- Unique cell types :: 60
- The average instance in the mapped netlist occupies about 15 um^2.
- Top cell type by instance count after synthesis :: sky130_fd_sc_hd__edfxtp_1
- The share of the Yosys chip area taken by registers is 0.580.
- Ys flop type :: sky130_fd_sc_hd__edfxtp_1
- Dominant cell area share :: 0.580
- In this run the cell area of the synthesized design comes to roughly 110000 um^2.
- Post-synthesis cell count :: between 7000 and 8000
- Leading area contributor after synthesis :: sky130_fd_sc_hd__edfxtp_1
- Yosys attributes the largest share of cell area to sky130_fd_sc_hd__edfxtp_1 (58%), sky130_fd_sc_hd__mux4_2 (16%), sky130_fd_sc_hd__and2_1 (7.7%).
- The synthesized design contains a little over 2000 register bits.
- Per the synth stats, the proportion of register bits with asynchronous set or reset is 0.

** Place
- Detailed placement ended at an HPWL of ~280 mm.
- I/O Buffers :: around 110
- Final weighted congestion of routability-driven global placement :: 1.04
- Minimum setup slack after placement :: about 13000 ps

** GRT
- Antenna violations before repair :: roughly 63
- The via count of the first global-routing pass is 75000.
- The total overflow left after global routing is 0.
- The first global-routing pass estimated approximately 610 mm of wire.
- Pin count of the biggest net entering global routing :: approximately 68
- Total Routing Usage GR :: 0.369

** Worst setup path
- Data on the critical path arrives at its endpoint at approximately 12000 ps.
- Number of cells on the critical path :: 14
- The critical path in this run is classified as in -> out.
- Type of origin of the critical path :: input pin
- Largest stage delay, worst path :: 720 ps
- The report shows a maximum critical-path fanout of around 67.
- The timing report shows that the slowest cell on the worst path is sky130_fd_sc_hd__nand2_1.
- On the critical path the largest part of the delay comes from buffers and inverters.
- The cell sequence reported for the critical path is buf_8, buf_4, buf_12, buf_4, inv_4, buf_12, nand2_1, o22ai_1, o21ai_0, buf_4, o211ai_1, buf_4, or4_1, clkdlybuf4s50_1.
- The data required time reported for the critical path is 25040 ps.
- WP buf/inv :: 9
- Type of element capturing the critical path :: output port
- In this design, the critical path's most frequently occurring cell is sky130_fd_sc_hd__buf_4.

** Run
- The tool warning count for the run is between 70 and 80.
- Number of max-cap violations :: 1

** Worst hold path
- The min-delay analysis places its worst path in the category in -> reg.
- Hold path depth :: 2

** Floorplan
- Number of I/O pins :: between 150 and 200
- Die Y :: around 520 um
- According to the floorplan log, the row count is about 190.
- The core region is approximately 260000 um^2.
- Die area :: 267000 um^2
- Core Density at Floorplan :: 0.403
- Horizontal die dimension :: around 520 um

** Clock network
- The post-CTS hold buffer count recorded in the log is 0.
- CTS built an H-tree with a depth of 4.
- The clock passes through at most 3 buffers.
- CTS Root Cell :: sky130_fd_sc_hd__clkbuf_16
- Post-CTS setup buffer count :: 0
- Clk sink count :: ~2000
- CTS Buf Count :: about 220
- The registers of the reported paths see a clock transition of 50 ps.
- Quantity of gates resized following cts :: 0
- TritonCTS built the clock tree.
-- power by group through the flow --
stage | combinational, W | sequential [W] | clock (W)
finish | 0.000854 | 0.00318 | 0.00255
global route | 0.000862 | 0.00319 | 0.00266
CTS | 0.000817 | 0.00318 | 0.00256
-- area by class of cell --
type | instances | area [um^2] | area share
multi-input combinational | 4255 | 41500 | 0.350
antenna | 67 | 168 | 0.00141
tap | 3515 | 4400 | 0.0371
sequential | 2048 | 61500 | 0.519
timing repair buffer | 508 | 4030 | 0.0340
clock buffer | 276 | 5840 | 0.0493
clock inverter | 130 | 1060 | 0.00893
inverter | 6 | 37.5 | 0.000317
-- cells in the final DEF, fill, tap and decap left out, types with 11 or more instances in the layout --
| cell type | instances |
|---|---|
| sky130_fd_sc_hd__or3_1 | 277 |
| sky130_fd_sc_hd__clkbuf_1 | 50 |
| sky130_fd_sc_hd__nor2_4 | 46 |
| sky130_fd_sc_hd__clkdlybuf4s50_1 | 69 |
| sky130_fd_sc_hd__a22oi_1 | 129 |
| sky130_fd_sc_hd__o22ai_1 | 123 |
| sky130_fd_sc_hd__diode_2 | 67 |
| sky130_fd_sc_hd__mux2_2 | 177 |
| sky130_fd_sc_hd__a211oi_1 | 29 |
| sky130_fd_sc_hd__mux2i_1 | 285 |
| sky130_fd_sc_hd__o21ai_0 | 121 |
| sky130_fd_sc_hd__a221o_1 | 31 |
| sky130_fd_sc_hd__buf_2 | 35 |
| sky130_fd_sc_hd__nor2_1 | 146 |
| sky130_fd_sc_hd__nand2_1 | 144 |
| sky130_fd_sc_hd__a21oi_1 | 117 |
| sky130_fd_sc_hd__mux4_2 | 761 |
| sky130_fd_sc_hd__o221ai_1 | 24 |
| sky130_fd_sc_hd__or2_2 | 52 |
| sky130_fd_sc_hd__and2_1 | 1298 |
| sky130_fd_sc_hd__nor2_2 | 19 |
| sky130_fd_sc_hd__edfxtp_1 | 2048 |
| sky130_fd_sc_hd__bufinv_16 | 14 |
| sky130_fd_sc_hd__a22o_1 | 25 |
| sky130_fd_sc_hd__clkinv_2 | 48 |
| sky130_fd_sc_hd__o2bb2ai_1 | 11 |
| sky130_fd_sc_hd__clkinv_1 | 55 |
| sky130_fd_sc_hd__a222oi_1 | 12 |
| sky130_fd_sc_hd__a221oi_1 | 259 |
| sky130_fd_sc_hd__nand4_1 | 11 |
| sky130_fd_sc_hd__nor3_1 | 17 |
| sky130_fd_sc_hd__buf_4 | 391 |
| sky130_fd_sc_hd__o21ai_1 | 13 |
| sky130_fd_sc_hd__clkbuf_16 | 226 |
-- worst paths after layout --
path	slack, ps	to	startpoint
worst max-delay path	12720	dmemresp_rdata[26]	dmemreq_addr[4]
worst min-delay path	5770	mem[47][25]	dmemreq_wdata[25]
-- cell families after synthesis --
group | synth area share
AND/OR/NAND/NOR | 0.115
buffers and inverters | 0.0334
AND-OR/OR-AND | 0.0640
multiplexers | 0.208
flip-flops | 0.580
-- per-layer routing --
metal,vias to the layer above,track usage
li1,28000,-
met1,34700,0.367
met2,6648,0.478
met3,1538,0.337
met4,108,0.239
met5,-,0.120
-- through the flow --
step                      utilization  area (um^2)  total power [W]  cells
after CTS                       0.450       118000          0.00656  10700
final                           0.451       119000          0.00659  10800
after floorplan                     -       106000          0.00364   7102
after global routing            0.451       119000          0.00672  10800
after detailed placement        0.424       111000          0.00405  10300
after global placement          0.424       111000          0.00404  10300
Power is estimated from default activity; no workload was simulated.
