**run.sh**
```bash
#!/bin/bash
# OpenROAD 26Q1-2900-gdf79404cd8, Yosys 0.63+post, stock flow scripts
make -C /OpenROAD-flow-scripts/flow DESIGN_CONFIG=/design/flow/config.mk WORK_HOME=/design/flow/orfs finish
```
**config.mk**
```make
export PLATFORM = sky130hd
export DESIGN_NAME = RegfileZ2r1w_32x32b_RTL
export DESIGN_NICKNAME = RegfileZ2r1w_32x32b_RTL
export VERILOG_FILES = /design/flow/design.v
export SDC_FILE = /design/flow/constraint.sdc
export NUM_CORES = 4
export LEC_CHECK = 1
export CORE_UTILIZATION = 30
```
**constraint.sdc**
```tcl
current_design RegfileZ2r1w_32x32b_RTL

set clk_period 9.8
set clk_io_pct 0.2

create_clock -name clk0 -period $clk_period [get_ports {clk}]

set non_clock_inputs [all_inputs -no_clocks]
set_input_delay [expr $clk_period * $clk_io_pct] -clock clk0 $non_clock_inputs
set_output_delay [expr $clk_period * $clk_io_pct] -clock clk0 [all_outputs]
```
**design.v**
```verilog
module RegfileZ2r1w_32x32b_RTL
(
  (* keep=1 *) input  logic        clk,
  (* keep=1 *) input  logic        wen,
  (* keep=1 *) input  logic  [4:0] waddr,
  (* keep=1 *) input  logic [31:0] wdata,
  (* keep=1 *) input  logic  [4:0] raddr0,
  (* keep=1 *) output logic [31:0] rdata0,
  (* keep=1 *) input  logic  [4:0] raddr1,
  (* keep=1 *) output logic [31:0] rdata1
);
  logic [31:0] regfiles [31:0]; 
  always_ff @(posedge clk) begin
    if (wen && waddr != 5'b00000) begin 
      regfiles[waddr] <= wdata;         
    end
  end
  always_comb begin
    if (raddr0 == 5'b00000) begin
      rdata0 = 32'b0;                   
    end 
    else if (raddr0 == waddr) begin
      rdata0 = regfiles[raddr0];        
    end 
    else begin
      rdata0 = regfiles[raddr0];        
    end
    if (raddr1 == 5'b00000) begin
      rdata1 = 32'b0;                   
    end 
    else if (raddr1 == waddr) begin
      rdata1 = regfiles[raddr1];        
    end   
    else begin
      rdata1 = regfiles[raddr1];        
    end
  end
endmodule
```
==> impl_metrics.ini <==
; synthesis and place-and-route metrics
[outcome]
status = finished clean

[clock_tree]
hold_buffers = 0
cts_buffers = 99
htreeDepth = 3
postCtsSetupBuffers = 0
clock-sinks = 1024
cts_tree = built
cts-resized-gates = 0
cts_max_path_buffers = 3
cts-root-buf = clkbuf_16
clkSlewWorstSetupHoldPaths_ns = 0.06

[final_timing]
finalHoldViolCount = 0
rsz0062_at_grt = no
finalWorstSetupSlack_ns = 2.07
fmax_ghz = 0.129
drv_slew = 0
setup_viol = 0
fin_tns_setup_ns = 0
tightest_slew_ns = 1.01
post-route-period-util_pct = 78.9
slew_headroom_pct = 32.4
fin_crit_ns = 7.73

[grt]
grt_max_degree = 104
grt_pass1_wl_um = 222000
grtUsageTotal_pct = 20.7
gr-total-overflow = 0
grt_antenna_before_repair = 4
grt_pass1_vias = 30700

[power_and_ir_drop]
powerDensity_nw_per_um2 = 177
power_uw = 9780
ir_drop_uv = 119
p_leak_uw = 0.0176

[route]
first_iter_violations = 1767
drt-vias-per-instance = 5.73
drt_pass1_iterations = 7
drt-total-wl_um = 157000
drc = 0
postRouteAntennaNets = 0
num_vias = 27900
wl_per_cell_um = 32.2
antenna_cells = 0

[yosys]
ys_types = 39
ys_sh_aoi_pct = 6.15
ys_ff = 1024
ys_sh_simple_pct = 2.18
top_cell_area_share_pct = 64.2
top_cells_by_area = edfxtp_1, mux4_2, mux2i_1, mux4_1, mux2_2
flop_cell = edfxtp_1
postSynth.asyncResetShare_pct = 0
synthXorXnorAreaFrac_pct = 0
ys_seq_share_pct = 64.2
fa_ha_area_share_pct = 0
yosysWarnings = 1
yosys_area_um2 = 47900
synth_cells = 2564
ys_cells = 2564
edf_count = 1024
avgSynthCellArea_um2 = 18.7
yosysTopAreaCell = edfxtp_1
syn_area_um2 = 47900
synthTopLogicFamily = multiplexers
muxShareOfSynthArea_pct = 25.0

[critical_path]
worst_ep_required_time_ns = 7.84
critical-path-max-stage-delay_ns = 0.69
worstSetupStartpointType = input pin
cp_max_fo = 34
crit_type = input pin to output pin
crit_arrival_ns = 5.77
path_cells = buf_6 -> buf_4 -> or3b_4 -> buf_4 -> o221ai_1 -> a21oi_1 -> a211oi_1 -> clkdlybuf4s50_1
endpoint_kind = output pin
crit_top_cell = buf_4
cpMaxStageDelayCell = or3b_4
crit_start = raddr0[1]

[final_layout]
fillers = 14500
final-comb-area_um2 = 16400
lay_top_cells = edfxtp_1, mux2i_1, mux4_2
regMostFlops = regfiles
reg_top3 = regfiles: 1024 flops
area_growth_syn_to_layout_pct = 15.4
drive_above_1_share_pct = 26.8
post-route-util_pct = 34.9
lay_top_count = edfxtp_1
largest_reg_flops = 1024
regArea_um2 = 30700

[floorplan]
ioPinCount = 113
core-area_um2 = 158000
fp.dieH_um = 402
floorplan.core_util_pct = 30.2
rows = 146
die_width_um = 402
die_area_um2 = 161000

[flow_run]
warnings = 28
cap_violations = 0

[placement]
dp_hpwl_um = 88800
place.gp.congestion = 0.883
place_ws_ns = 2.09
io_buffers = 112

[hold_path]
min_to = regfiles[15][20]$_DFFE_PP_
worst_hold_startpoint = wdata[20]
holdPathStages = 2
hold_path.class = input pin to flip-flop
==> Yosys cell counts, types with 11 or more instances <==
| library cell | instances |
|---|---|
| a211oi_1 | 53 |
| a211oi_2 | 11 |
| a21oi_1 | 32 |
| a221oi_1 | 38 |
| a221oi_2 | 16 |
| a22oi_1 | 64 |
| a311oi_1 | 32 |
| buf_2 | 50 |
| buf_4 | 53 |
| buf_6 | 12 |
| clkbuf_1 | 98 |
| edfxtp_1 | 1024 |
| mux2_2 | 64 |
| mux2i_1 | 320 |
| mux4_1 | 36 |
| mux4_2 | 316 |
| nand2_1 | 85 |
| nand4_1 | 32 |
| nor2_1 | 36 |
| nor2b_1 | 37 |
| o21ai_0 | 50 |
| o221ai_1 | 64 |
==> how the worst max path moves through the flow <==
stage                 to  slack (ns)  cells past startpoint
finish        rdata0[14]        2.07                      8
CTS           rdata0[14]        2.09                      8
global route  rdata0[14]        1.90                      8
==> power breakdown <==
group / switching (uW) / leakage [uW] / internal (uW) / total (uW)
Sequential: 25.7 / 0.00925 / 4880 / 4910
Clock: 1700 / 0.00162 / 2280 / 3970
Combinational: 523 / 0.00677 / 376 / 900
Total: 2250 / 0.0176 / 7530 / 9780
==> worst max-delay path, delay by kind of cell <==
family | cells | cell delay, ns
buf+inv | 4 | 2.00
compound gates | 3 | 1.00
simple gates | 1 | 0.69
==> layout make-up <==
type,instances,share of cell area [%]
Timing Repair Buffer,240,3.91
Sequential cell,1024,55.6
Multi-Input combinational cell,1354,29.7
Clock inverter,71,1.35
Tap cell,2072,4.69
Clock buffer,115,4.71
Inverter,2,0.0181
==> metal layers <==
| layer | global-route usage, % | wire (um) | vias to the layer above |
|---|---|---|---|
| met3 | 16.9 | 28900 | 379 |
| met2 | 30.6 | 72300 | 2099 |
| met1 | 21.7 | 48100 | 14100 |
| met5 | 1.87 | 379 | - |
| met4 | 7.42 | 7210 | 19 |
| li1 | - | - | 11300 |
==> cells by family (layout without fill, tap and decap cells) <==
group                  Yosys count  in the layout
DFF                           1024           1024
muxes                          736            736
AOI/OAI and AO/OA              374            374
buffers and inverters          217            428
and+or+nand+nor                212            212
other                            1             32
==> through the flow <==
| stage | hold WS (ns) | std cells | cell area [um^2] |
|---|---|---|---|
| global placement | 2.79 | 4692 | 51900 |
| global route | 2.10 | 4878 | 55300 |
| floorplan | 2.06 | 2595 | 48000 |
| detailed placement | 2.79 | 4692 | 51900 |
| CTS | 2.04 | 4878 | 55300 |
| finish | 2.07 | 4878 | 55300 |
Power figures rest on the tool's default switching activity, not on a simulated workload.
